[./config.mk]
export PLATFORM = sky130hd
export DESIGN_NAME = id
export DESIGN_NICKNAME = id
export VERILOG_FILES = /design/flow/design.v
export SDC_FILE = /design/flow/constraint.sdc
export NUM_CORES = 4
export LEC_CHECK = 1
export CORE_AREA = 10 10 149 149
export DIE_AREA = 0 0 159 159
[./constraint.sdc]
current_design id

set clk_period 5.2
set clk_io_pct 0.2

create_clock -name clk0 -period $clk_period

set non_clock_inputs [all_inputs -no_clocks]
set_input_delay [expr $clk_period * $clk_io_pct] -clock clk0 $non_clock_inputs
set_output_delay [expr $clk_period * $clk_io_pct] -clock clk0 [all_outputs]
[./design.v]
module  id(
    input   wire    [31:0]  inst_i,
    input   wire    [31:0]  inst_addr_i,
    input   wire    [31:0]  rs1_data_i,
    input   wire    [31:0]  rs2_data_i,
    output  reg     [4:0]   rs1_addr_o,
    output  reg     [4:0]   rs2_addr_o,
    output  reg     [31:0]  inst_o,
    output  reg     [31:0]  inst_addr_o,
    output  reg     [31:0]  op_num1_o,
    output  reg     [31:0]  op_num2_o,
    output  reg     [4:0]   rd_addr_o,
    output  reg             reg_wen,
    output  reg     [31:0]  base_addr_o,
    output  reg     [31:0]  addr_offset_o,
    output  reg             mem_rd_req_o,
    output  reg     [31:0]  mem_rd_addr_o
);
wire[6:0] opcode;
wire[4:0] rd;
wire[2:0] func3;
wire[4:0] rs1;
wire[4:0] rs2;
wire[11:0]imm;
wire[4:0] shamt;
assign opcode   = inst_i[6:0];
assign rd       = inst_i[11:7];
assign func3    = inst_i[14:12];
assign rs1      = inst_i[19:15];
assign rs2      = inst_i[24:20];
assign imm      = inst_i[31:20];
assign shamt    = inst_i[24:20];
always@(*) begin
    inst_o          = inst_i;
    inst_addr_o     = inst_addr_i;
    mem_rd_req_o    = 1'b0 ;
    mem_rd_addr_o   = 32'b0;
    rs1_addr_o      = 5'b0;
    rs2_addr_o      = 5'b0;
    op_num1_o       = 32'b0;
    op_num2_o       = 32'b0;
    rd_addr_o       = 5'b0;
    reg_wen         = 1'b0;
    base_addr_o     = 32'b0;
    addr_offset_o   = 32'b0;
    case(opcode)
        7'b0010011:begin
            case(func3)
                3'h0,3'h2,3'h3,3'h4,3'h6,3'h7:begin
                    rs1_addr_o  = rs1;
                    rs2_addr_o  = 5'b0;
                    op_num1_o   = rs1_data_i;
                    op_num2_o   = {{20{imm[11]}},imm};
                    rd_addr_o   = rd;
                    reg_wen     = 1'b1;
                end
                3'h1,3'h5:begin
                    rs1_addr_o  = rs1;
                    rs2_addr_o  = 5'b0;
                    op_num1_o   = rs1_data_i;
                    op_num2_o   = {27'b0,shamt};
                    rd_addr_o   = rd;
                    reg_wen     = 1'b1;
                end 
                default:begin
                    op_num1_o   = 32'b0;
                    op_num2_o   = 32'b0;
                    rd_addr_o   = 5'b0;
                    reg_wen     = 1'b0;
                end
            endcase
        end 
        7'b0110011:begin
            case(func3)
                3'h0,3'h2,3'h3,3'h4,3'h6,3'h7:begin
                    rs1_addr_o  = rs1;
                    rs2_addr_o  = rs2;
                    op_num1_o   = rs1_data_i;
                    op_num2_o   = rs2_data_i;
                    rd_addr_o   = rd;
                    reg_wen     = 1'b1;
                end 
                3'h1,3'h5:begin
                    rs1_addr_o  = rs1;
                    rs2_addr_o  = rs2;
                    op_num1_o   = rs1_data_i;
                    op_num2_o   = {27'b0,rs2_data_i[4:0]};
                    rd_addr_o   = rd;
                    reg_wen     = 1'b1;
                end 
                default:begin
                    op_num1_o   = 32'b0;
                    op_num2_o   = 32'b0;
                    rd_addr_o   = 5'b0;
                    reg_wen     = 1'b0;
                end 
            endcase
        end
        7'b1100011:begin
            case(func3)
                3'h0,3'h1,3'h4,3'h5,3'h6,3'h7:begin
                    rs1_addr_o      = rs1;
                    rs2_addr_o      = rs2;
                    op_num1_o       = rs1_data_i;
                    op_num2_o       = rs2_data_i;
                    rd_addr_o       = rd;
                    reg_wen         = 1'b1;
                    base_addr_o     = inst_addr_i;
                    addr_offset_o   = {{19{inst_i[31]}},inst_i[31],inst_i[7],inst_i[30:25],inst_i[11:8],1'b0};
                end 
                default:begin
                    op_num1_o       = 32'b0;
                    op_num2_o       = 32'b0;
                    rd_addr_o       = 5'b0;
                    reg_wen         = 1'b0;
                    base_addr_o     = 32'b0;
                    addr_offset_o   = 32'b0;
                end 
            endcase
        end 
        7'b0000011:begin
            case(func3)
                3'h0,3'h1,3'h2,3'h4,3'h5:begin
                    mem_rd_req_o    = 1'b1 ;
                    mem_rd_addr_o   = 32'b0;
                    rs1_addr_o      = rs1;
                    rs2_addr_o      = 5'b0; 
                    op_num1_o       = 32'b0;
                    op_num2_o       = 32'b0;
                    rd_addr_o       = rd;
                    reg_wen         = 1'b1;
                    base_addr_o     = rs1_data_i;
                    addr_offset_o   = {{20{imm[11]}},imm};
                end 
                default:begin
                    mem_rd_req_o    = 1'b0 ;
                    mem_rd_addr_o   = 32'b0;
                    rs1_addr_o      = 5'b0;
                    rs2_addr_o      = 5'b0; 
                    op_num1_o       = 32'b0;
                    op_num2_o       = 32'b0;
                    rd_addr_o       = 5'b0;
                    reg_wen         = 1'b0;
                    base_addr_o     = 32'b0;
                    addr_offset_o   = 32'b0;
                end 
            endcase
        end 
        7'b0100011:begin
            case(func3)
                3'h2,3'h1,3'h0:begin
                    rs1_addr_o      = rs1;
                    rs2_addr_o      = rs2 ; 
                    op_num1_o       = 32'b0;
                    op_num2_o       = rs2_data_i;
                    base_addr_o     = rs1_data_i;
                    addr_offset_o   = {{20{inst_i[31]}},inst_i[31:25],inst_i[11:7]};
                end 
                default:begin
                    rs1_addr_o      = 5'b0;
                    rs2_addr_o      = 5'b0; 
                    op_num1_o       = 32'b0;
                    op_num2_o       = 32'b0;
                    rd_addr_o       = 5'b0;
                    reg_wen         = 1'b0;
                end 
            endcase
        end 
        7'b1101111:begin
            op_num1_o       = inst_addr_i;
            op_num2_o       = 32'h4;
            rd_addr_o       = rd;
            reg_wen         = 1'b1;
            base_addr_o     = inst_addr_i;
            addr_offset_o   = {{12{inst_i[31]}}, inst_i[19:12], inst_i[20], inst_i[30:21], 1'b0};
        end 
        7'b0110111:begin
            op_num1_o   = {inst_i[31:12],12'b0};
            op_num2_o   = 32'b0;
            rd_addr_o   = rd;
            reg_wen     = 1'b1;
        end 
        7'b1100111:begin
            rs1_addr_o      = rs1;
            rs2_addr_o      = 5'b0;
            op_num1_o       = inst_addr_i;
            op_num2_o       = 32'h4;
            rd_addr_o       = rd;
            reg_wen         = 1'b1;
            base_addr_o     = rs1_data_i;
            addr_offset_o   = {{20{imm[11]}},imm};
        end 
        7'b0010111:begin
            op_num1_o   = inst_addr_i;
            op_num2_o   = {inst_i[31:12],12'b0};
            rd_addr_o   = rd;
            reg_wen     = 1'b1;
        end 
        default:begin
            mem_rd_req_o    = 1'b0 ;
            mem_rd_addr_o   = 32'b0;
            rs1_addr_o      = 5'b0;
            rs2_addr_o      = 5'b0;
            op_num1_o       = 32'b0;
            op_num2_o       = 32'b0;
            rd_addr_o       = 5'b0;
            reg_wen         = 1'b0;
            base_addr_o     = 32'b0;
            addr_offset_o   = 32'b0;
        end 
    endcase
end 
endmodule
[./run.sh]
#!/bin/bash
# OpenROAD 26Q1-2900-gdf79404cd8, Yosys 0.63+post, stock flow scripts
make -C /OpenROAD-flow-scripts/flow DESIGN_CONFIG=/design/flow/config.mk WORK_HOME=/design/flow/orfs finish
==> Implementation_results.wiki <==
== Run summary ==
{| class="wikitable"
! Metric !! Value
|-
| Status || complete, no violations
|-
| And-or/or-and share of the synthesized area || 0.416
|-
| Proportion of layout cells with a drive suffix above 1 || 0.0540
|-
| Number of design rule violations left after detail routing || 0
|-
| Sequential cell count of the final layout || 0
|-
| CP Depth || 6
|-
| Initial antenna violation count || 2
|-
| Area of the chip || 0.0253 mm2
|-
| Number of global-route vias before repair || 4060
|-
| Leakage power figure || 0.00228 uW
|-
| Hold Worst Slack || 2.94 ns
|-
| Count of nets left with antenna violations after detail routing || 0
|-
| Share of total power in sequential cells || 0
|-
| Final period util || 0.903
|-
| 1st-iter DRT viols || 253
|-
| Area of the mapped netlist || 0.00289 mm2
|-
| Top-level I/O count || 369
|-
| Multiplexer share of the synthesized area || 0.00346
|-
| Seq share, synth || 0
|-
| Max-Cap Viols || 0
|-
| Hold path cells || 2
|-
| Power share of the clock group || 0
|-
| RSZ-0062 raised after global routing || no
|-
| Crit path max-delay family || buffers and inverters
|-
| Hpwl dp || 16.5 mm
|-
| Most common cell on crit path || sky130_fd_sc_hd__clkdlybuf4s50_1
|-
| Buffer and inverter count on the worst path || 2
|-
| Worst Max-Slew Pin Slew || 0.823 ns
|-
| Hold_buf cts || 0
|-
| Combined global-route utilization of all metal layers || 0.141
|-
| Y dimension of the die || 159 um
|-
| Worst setup slack after layout || 0.505 ns
|-
| Number of setup violations in the final report || 0
|-
| Wire length of the first global-routing pass || 27.8 mm
|-
| Xor/xnor share || 0
|-
| Type of the setup path with the least slack || input pin to output port
|-
| Series of cell instances along the critical path || clkdlybuf4s50_1 > or3b_1 > nor2_4 > o2111a_4 > a221o_1 > clkdlybuf4s50_1
|-
| Total Neg Setup Slack || 0 ns
|-
| Dpl ws || 0.491 ns
|-
| Postcts setup bufs || 0
|-
| Switch Pwr || 99.7 uW
|-
| GP Congestion || 0.876
|-
| Worst Setup End Kind || output port
|-
| Die width || 159 um
|-
| Via count of the routed design || 3936
|-
| Worst Path Max Fanout || 32
|-
| Area inside the core boundary || 0.0188 mm2
|-
| Gate count of the mapped netlist || 422
|-
| Count of yosys warnings during synthesis || 1
|-
| Antenna diode count || 0
|-
| Total of cells resized after clock tree synthesis || 0
|-
| Power density over the cells || 46.9 mW/mm2
|-
| Count of standard-cell rows || 50
|-
| Largest stage delay on the critical path || 0.72 ns
|-
| Comb pwr share || 1.000
|-
| Slowest library cell on the worst path || sky130_fd_sc_hd__clkdlybuf4s50_1
|-
| Largest vdd supply drop || 36.5 uV
|-
| Filler cells || 2012
|-
| Element type at the critical path start || input pin
|-
| Wirelength per Cell || 20.8 um
|-
| Highest clock rate || 0.213 GHz
|-
| Prevailing logic family in the synthesized netlist || AND-OR/OR-AND gates
|-
| Crit path time final || 4.70 ns
|-
| Switching share of total power || 0.365
|-
| Netlist cell types || 48
|-
| Total count of max-transition violations in the final report || 0
|-
| Post-synthesis chip area from yosys || 0.00289 mm2
|-
| Drt total wl || 19.3 mm
|-
| Placed cell area || 0.00582 mm2
|-
| Area growth from synthesis to final layout || 101%
|-
| Critical Path AT || 3.66 ns
|-
| Port Buf Inserts || 337
|-
| GRT overflow || 0
|-
| Post-route cell area || 0.00582 mm2
|-
| Yosys adder share || 0
|-
| Number of cell instances after yosys synthesis || 422
|-
| Vias per cell || 4.25
|-
| Warning total across the stage logs || 32
|-
| Syn avg cell area || 6.86 um2
|-
| Most numerous logic cells after layout || 337 x sky130_fd_sc_hd__clkdlybuf4s50_1, 52 x sky130_fd_sc_hd__a22o_1, 32 x sky130_fd_sc_hd__conb_1
|-
| Cell internal pwr || 173 uW
|-
| Class of the worst hold path || input pin to output port
|-
| Sequential cell area in the final layout || 0 um2
|-
| Final hold vios || 0
|-
| Slew margin rel. || 0.451
|-
| Pin count of the biggest net entering global routing || 34
|-
| Post-synthesis simple-gate area fraction || 0.195
|-
| Starting Density || 0.154
|-
| CLK BUF || 0
|-
| Most common cell after layout, fill and taps aside || sky130_fd_sc_hd__clkdlybuf4s50_1
|-
| Number of search-and-repair iterations in the first detailed-routing pass || 4
|-
| Worst EP required || 4.16 ns
|}
## Yosys cell counts, drive strengths merged, types with 4 or more instances
| cell | n | area share |
|---|---|---|
| nand2b | 5 | 0.013 |
| inv | 22 | 0.029 |
| a22o | 52 | 0.16 |
| buf | 131 | 0.34 |
| nand2 | 22 | 0.029 |
| a21o | 10 | 0.026 |
| clkbuf | 10 | 0.013 |
| and3 | 7 | 0.015 |
| o21ai | 27 | 0.057 |
| a221o | 21 | 0.073 |
| a21oi | 24 | 0.042 |
| a32o | 6 | 0.021 |
| nand3 | 4 | 0.0069 |
| nor2 | 31 | 0.043 |
| and2 | 18 | 0.039 |
## path summary, 6_finish.rpt
check / start / endpoint / slack [ns]
worst max-delay path: inst_i[4] / op_num1_o[30] / 0.50
worst min-delay path: inst_i[11] / inst_o[11] / 2.94
## final cells by class
class                      instances  area (um2)  area share
inverter                          22        82.6      0.0142
multi-input combinational        290        1910       0.328
tap                              260         325      0.0559
timing repair buffer             355        3510       0.602
## power groups by stage
stage | registers (uW) | logic, uW | clock network (uW)
finish | 0 | 273 | 0
global route | 0 | 296 | 0
CTS | 0 | 279 | 0
## stage by stage
stage               cells  power [uW]   util
global route          927         296  0.309
detailed placement    927         277  0.309
floorplan             453        98.1      -
global placement      927         279  0.309
CTS                   927         279  0.309
finish                927         273  0.309
## routing by layer
layer	wire length (um)	track usage	vias up
met1	7950	0.168	1819
li1	-	-	1888
met2	9670	0.254	217
met3	1620	0.0438	8
met5	21	0	-
met4	65	0.00379	4
## kinds of logic (layout without fill, tap and decap cells)
family	count (synthesis)	in the layout
buffers and inverters	163	377
AOI/OAI and AO/OA	153	153
other	1	32
muxes	1	1
and+or+nand+nor	104	104
Power figures rest on the tool's default switching activity, not on a simulated workload.
