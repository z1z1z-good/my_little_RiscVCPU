--- /design/flow/run.sh ---
#!/bin/bash
# OpenROAD 26Q1-2900-gdf79404cd8, Yosys 0.63+post, stock flow scripts
make -C /OpenROAD-flow-scripts/flow DESIGN_CONFIG=/design/flow/config.mk WORK_HOME=/design/flow/orfs finish
--- /design/flow/config.mk ---
export PLATFORM = sky130hd
export DESIGN_NAME = id_ex
export DESIGN_NICKNAME = id_ex
export VERILOG_FILES = /design/flow/design.v
export SDC_FILE = /design/flow/constraint.sdc
export NUM_CORES = 4
export LEC_CHECK = 1
export CORE_AREA = 10 10 195 195
export DIE_AREA = 0 0 205 205
--- /design/flow/constraint.sdc ---
current_design id_ex

set clk_period 1.2
set clk_io_pct 0.2

create_clock -name clk0 -period $clk_period [get_ports {clk}]

set non_clock_inputs [all_inputs -no_clocks]
set_input_delay [expr $clk_period * $clk_io_pct] -clock clk0 $non_clock_inputs
set_output_delay [expr $clk_period * $clk_io_pct] -clock clk0 [all_outputs]
--- /design/flow/design.v ---
module  PipeReg #(
    parameter   DataWidth = 32
)
(
    input   wire                    clk,
    input   wire                    rst,
    input   wire                    hold_flag_i,
    input   wire    [DataWidth-1:0] default_data,
    input   wire    [DataWidth-1:0] data_i,
    output  reg     [DataWidth-1:0]  data_o 
);
always@(posedge clk) begin
    if(rst == 1'b0 || hold_flag_i == 1'b1)
        data_o <= default_data;
    else
        data_o <= data_i;
end
endmodule
module  id_ex(
    input   wire    clk,
    input   wire    rst,
    input   wire    hold_flag_i,
    input   wire    [31:0]  inst_i,
    input   wire    [31:0]  inst_addr_i,
    input   wire    [31:0]  op_num1_i,
    input   wire    [31:0]  op_num2_i,
    input   wire    [4:0]   rd_addr_i,
    input   wire            reg_wen_i,
    input   wire    [31:0]  base_addr_i,
    input   wire    [31:0]  addr_offset_i,
    output  wire    [31:0]  inst_o,
    output  wire    [31:0]  inst_addr_o,
    output  wire    [31:0]  op_num1_o,
    output  wire    [31:0]  op_num2_o,
    output  wire    [4:0]   rd_addr_o,
    output  wire            reg_wen_o,
    output  wire    [31:0]  base_addr_o,
    output  wire    [31:0]  addr_offset_o
);
PipeReg #(32)   dff1(clk,rst,hold_flag_i,32'h00000013,inst_i,inst_o);
PipeReg #(32)   dff2(clk,rst,hold_flag_i,32'b0,inst_addr_i,inst_addr_o);
PipeReg #(32)   dff3(clk,rst,hold_flag_i,32'b0,op_num1_i,op_num1_o);
PipeReg #(32)   dff4(clk,rst,hold_flag_i,32'b0,op_num2_i,op_num2_o);
PipeReg #(5)    dff5(clk,rst,hold_flag_i,5'b0,rd_addr_i,rd_addr_o);
PipeReg #(1)    dff6(clk,rst,hold_flag_i,1'b0,reg_wen_i,reg_wen_o);
PipeReg #(32)    dff7(clk,rst,hold_flag_i,32'b0,base_addr_i,base_addr_o);
PipeReg #(32)    dff8(clk,rst,hold_flag_i,32'b0,addr_offset_i,addr_offset_o);
endmodule
==> impl_metrics.py <==
# Generated from Yosys and OpenROAD reports
metrics = {
    "clock_network": {
        "clock-sinks": 198,
        "cts_buffer_depth": 2,
        "cts_setup_buffers": 0,
        "hold_buffers": 0,
        "cts_buffers": 17,
        "cts_root_buf": "clkbuf_16",
        "cts_tree": "built",
        "clkTransAtPathRegs_ps": 70,
        "htreeDepth": 4,
    },
    "timing": {
        "max_slew_margin_pct": 72.2,
        "fin_crit_sh_pct": 95.6,
        "post-route-min-period_ps": 1150,
        "fin_hold_ws_ps": 300,
        "setup-tns-final_ps": 0,
        "report.final.hold_viol_count": 0,
        "maxSlewViolCount": 0,
        "setup_viol": 0,
        "fmax_ghz": 0.872,
        "tightest_slew_ps": 417,
    },
    "logic_synthesis": {
        "yosysSeqAreaShare_pct": 67.0,
        "ys_cells": 439,
        "ys_ff": 198,
        "avgSynthCellArea_um2": 13.5,
        "ys_warn_count": 3,
        "syn_area_mm2": 0.00592,
        "synth_cell_types": 7,
        "syn_inst": 439,
        "yosysChipArea_mm2": 0.00592,
    },
    "place": {
        "hpwlAfterDp_um": 16800,
        "port_buffers": 398,
        "place.gp.congestion": 0.807,
        "place_area_mm2": 0.0104,
    },
    "final_layout": {
        "drive_gt1_share_pct": 32.5,
        "final_area_mm2": 0.0101,
        "final_util_pct": 30.0,
        "synthToLayoutAreaGrowth_pct": 70.5,
    },
    "route": {
        "drt-total-wl_um": 21900,
        "detail-route-antenna-nets": 0,
        "via_per_inst": 3.66,
        "num_vias": 4713,
        "drt_iter0_markers": 89,
        "first_pass_iters": 4,
        "drc": 0,
        "wire_per_inst_um": 17.0,
    },
    "global_routing": {
        "grt_pass1_vias": 4820,
        "grt_overflow": 0,
        "grt_max_degree": 109,
        "antenna_found_initial": 2,
        "grt_pass1_wl_um": 30900,
        "grt.total_usage_pct": 9.74,
    },
    "run": {
        "tool_warnings": 27,
        "maxCapViolCount": 0,
    },
    "setup_path": {
        "arrival_ps": 910,
        "cp_max_fo": 1,
        "cp_cell_sequence": "clkdlybuf4s15_1",
        "required_ps": 960,
        "cpMaxStageDelayCell": "dfxtp_1",
        "worst_setup_path_start_kind": "register",
        "path_delay_family": "flip-flops",
        "crit_path_end_kind": "output port",
        "slowest_delay_ps": 310,
        "worst-path-buf-inv": 1,
        "critPathKind": "reg -> out",
    },
    "power": {
        "p_per_area_mw_per_mm2": 1410,
        "vdd_drop_max_mv": 0.950,
        "p_leak_nw": 5.18,
    },
    "floorplan": {
        "dieArea_mm2": 0.0420,
        "row_count": 67,
        "die_y_um": 205,
        "fp_util_pct": 17.6,
        "die_x_um": 205,
        "io_pins": 399,
        "core_mm2": 0.0336,
    },
    "min_path": {
        "hold_class": "in -> reg",
    },
    "run_status": {
        "status": "finished, final reports clean",
    },
}
layout make-up:
class	count	area [um^2]
Antenna cell	1	2.50
Clock buffer	21	460
Clock inverter	10	144
Fill cell	3489	23500
Multi-Input combinational cell	198	1730
Sequential cell	198	4010
Tap cell	448	561
Timing Repair Buffer	411	3180
kinds of logic after synthesis:
group / after synthesis / share of synthesized area, %
and+or+nand+nor: 198 / 29.3
DFF: 198 / 67.0
buffers and inverters: 43 / 3.70
state kept, by name (all words and copies together) (netlist names):
register     cells
dff1.data_o     32
dff2.data_o     32
dff3.data_o     32
dff4.data_o     32
dff7.data_o     32
dff8.data_o     32
dff5.data_o      5
dff6.data_o      1
synth_stat cells, drive strengths merged:
| library cell | count | area share [%] |
|---|---|---|
| and3b | 195 | 29 |
| buf | 28 | 2.7 |
| clkbuf | 15 | 0.95 |
| dfxtp | 198 | 67 |
| or3b | 3 | 0.44 |
metal layers:
layer  up-vias  part of all wire [%]  track usage, %
met3        16                    12            5.24
met4         2                   1.2            1.29
met5         -                 0.059               0
met2       237                    48            16.3
li1       2275                     -               -
met1      2183                    39            11.1
power by group:
part | internal (W) | switching, W | total [W]
logic | 0.000967 | 0.000387 | 0.00135
clock network | 0.00340 | 0.00253 | 0.00593
registers | 0.00684 | 0.0000599 | 0.00690
total | 0.0112 | 0.00297 | 0.0142
cells in the final DEF (no fill, tap or decap), types with 3 or more instances in the layout:
cell and n:
dfxtp_1 162, clkbuf_2 46, or3b_1 3, clkbuf_16 17
dfxtp_2 36, bufinv_16 3, clkinv_4 3, clkdlybuf4s15_1 6
and3b_1 195, buf_4 10, buf_12 5, clkdlybuf4s50_1 198
buf_2 146
worst paths after layout:
path,startpoint,end,slack (ps),cells past startpoint
worst max-delay path,dff7.data_o[0]$_SDFF_PP0_,base_addr_o[0],50,1
worst min-delay path,hold_flag_i,dff5.data_o[2]$_SDFF_PP0_,300,2
metrics by stage:
step	power, W	cells	setup WS [ps]
finish	0.0142	1287	53.2
global route	0.0148	1287	-0.101
CTS	0.0145	1286	0.469
detailed placement	0.00868	1255	31.4
global placement	0.00867	1255	22.4
floorplan	0.00734	439	237
what timing repair did:
action / CTS / global route
pin swaps: 0 / 0
setup endpoints to repair: 198 / 47
gates resized: 642 / 57
Power figures rest on the tool's default switching activity, not on a simulated workload.
